### design/flow/design.v
module alumux
#(
	parameter DATA_WIDTH = 32,
	parameter OP_WIDTH	 = 3
)
(
	input 				[  OP_WIDTH-1:0] 	op,
	input 		signed 	[DATA_WIDTH-1:0] 	op1,
	input 		signed 	[DATA_WIDTH-1:0] 	op2,
	input 		signed 	[DATA_WIDTH-1:0] 	sum,
	input 		signed 	[DATA_WIDTH-1:0] 	mul,
	input      								equ,	
	input									grt,
	input 				[DATA_WIDTH-1:0]	inv,
	output	reg	signed	[DATA_WIDTH-1:0]	out_mux
);
always @ (*) begin
	case (op)
		3'd0	: out_mux <= op2;
		3'd1 	: out_mux <= op1;
		3'd2 	: out_mux <= sum;
		3'd3 	: out_mux <= mul;
		3'd4 	: out_mux <= equ;
		3'd5 	: out_mux <= grt;
		3'd6 	: out_mux <= inv;
		default:  out_mux <= {DATA_WIDTH{1'dx}};
	endcase
end
endmodule
module alu
#(
	parameter DATA_WIDTH = 32,
	parameter OP_WIDTH   = 3
)
(
	input             [  OP_WIDTH-1:0] op,
	input      signed [DATA_WIDTH-1:0] in1, in2,
	output reg signed [DATA_WIDTH-1:0] out_alu
);
wire signed [DATA_WIDTH/2-1:0] pr1 = in1[DATA_WIDTH/2-1:0];
wire signed [DATA_WIDTH/2-1:0] pr2 = in2[DATA_WIDTH/2-1:0];
wire signed [DATA_WIDTH-1:0]   sum = in1+in2;
wire signed [DATA_WIDTH-1:0]   mul = pr1*pr2;
wire						   equ = (in1==in2);
wire						   grt = (in1<in2);
wire		[DATA_WIDTH-1:0]   inv = ~in2;
wire signed [DATA_WIDTH-1:0]  w_out_alu;
alumux #(.DATA_WIDTH(DATA_WIDTH), 
		 .OP_WIDTH(OP_WIDTH)) mux(.op(op),
		   						  .op1(in1),.op2(in2),
		   						  .sum(sum),.mul(mul),
		   						  .equ(equ),.grt(grt),
		   						  .inv(inv),
		   						  .out_mux(w_out_alu));
always @ (*) begin
	out_alu <= w_out_alu;
end
endmodule 
module instr_decoder
#(
	parameter DATA_WIDTH   = 32,
	parameter OPCODE_WIDTH = 4,
	parameter ALU_OP_WIDTH = 3
)
(
	input      		[OPCODE_WIDTH-1:0]	opcode,
	input signed	[  DATA_WIDTH-1:0] 	acc,
	output reg 		[ALU_OP_WIDTH-1:0] 	alu_op,
	output reg      					pc_load,
	output reg       					mem_wr,
	output reg 							data_sp_push,
	output reg  						data_sp_pop
);
wire nzero = acc != {DATA_WIDTH{1'b0}};
always @ (*) begin
	case (opcode)
		4'b0000:  begin                     
						alu_op 			<= 3'd0;
						pc_load  		<= 1'b0;
						mem_wr 			<= 1'b0;
						data_sp_push 	<= 1'b0;
						data_sp_pop 	<= 1'b0;
					end
		4'b0001:  begin                     
						alu_op 			<= 3'd1;
						pc_load  		<= 1'b0;
						mem_wr 			<= 1'b0;
						data_sp_push 	<= 1'b0;
						data_sp_pop 	<= 1'b0;						
					end					
		4'b0010:  begin                     
						alu_op 			<= 3'd0;
						pc_load  		<= 1'b0;
						mem_wr 			<= 1'b1;
						data_sp_push 	<= 1'b0;
						data_sp_pop 	<= 1'b0;						
					end				
		4'b0011:  begin                     
						alu_op 			<= 3'd2;
						pc_load  		<= 1'b0;
						mem_wr 			<= 1'b1;
						data_sp_push 	<= 1'b0;
						data_sp_pop 	<= 1'b0;			
					end										
		4'b0100:  begin                     
						alu_op 			<= 3'd3;
						pc_load  		<= 1'b0;
						mem_wr 			<= 1'b0;
						data_sp_push 	<= 1'b0;
						data_sp_pop 	<= 1'b0;						
					end					
		4'b0101:  begin                     
						alu_op 			<= 3'd0;
						pc_load  		<= nzero;
						mem_wr 			<= 1'b0;
						data_sp_push 	<= 1'b0;
						data_sp_pop 	<= 1'b0;						
					end				
		4'b0110:  begin                     
						alu_op 			<= 3'd0;
						pc_load  		<= !nzero;
						mem_wr 			<= 1'b0;
						data_sp_push 	<= 1'b0;
						data_sp_pop 	<= 1'b0;						
					end		
		4'b0111:  begin                     
						alu_op 			<= 3'd0;
						pc_load  		<= 1'b1;
						mem_wr 			<= 1'b0;
						data_sp_push 	<= 1'b0;
						data_sp_pop 	<= 1'b0;						
					end
		4'b1000:  begin                     
						alu_op 			<= 3'd0;
						pc_load  		<= 1'b0;
						mem_wr 			<= 1'b1;
						data_sp_push 	<= 1'b1;
						data_sp_pop 	<= 1'b0;						
					end					
		4'b1001:  begin                     
						alu_op 			<= 3'd1;
						pc_load  		<= 1'b0;
						mem_wr 			<= 1'b0;
						data_sp_push 	<= 1'b0;
						data_sp_pop 	<= 1'b1;						
					end		
		4'b1010:  begin                     
						alu_op 			<= 3'd2;
						pc_load  		<= 1'b0;
						mem_wr 			<= 1'b0;
						data_sp_push 	<= 1'b0;
						data_sp_pop 	<= 1'b1;						
					end
		4'b1011:  begin                     
						alu_op 			<= 3'd3;
						pc_load  		<= 1'b0;
						mem_wr 			<= 1'b0;
						data_sp_push 	<= 1'b0;
						data_sp_pop 	<= 1'b1;						
					end																							
		default:  begin                     
						alu_op 			<= 3'dx;
						pc_load  		<= 1'bx;
						mem_wr 			<= 1'bx;
						data_sp_push 	<= 1'bx;
						data_sp_pop 	<= 1'bx;				
					end					
	endcase
end
endmodule 
module pc
#(
	parameter INSADDR_WIDTH = 32
)
(
	input       			   clk, rst,
	input 		 			   load,
	input  [INSADDR_WIDTH-1:0] data,
	output [INSADDR_WIDTH-1:0] addr
);
reg [INSADDR_WIDTH-1:0] cnt;
always @ (posedge clk or posedge rst) begin
	if (rst)
		cnt <= 0;
	else
		cnt <= (load) ? data : cnt + {{INSADDR_WIDTH-1{1'b0}},{1'b1}};
end
assign addr = cnt;
endmodule 
module processor
#(
	parameter DATA_WIDTH 	= 32,						    
	parameter OPCODE_WIDTH 	= 4, 						    
	parameter ALU_OP_WIDTH  = 3,						    
	parameter DATAMEM_WIDTH = 8, 						    
	parameter INSADDR_WIDTH	= 8, 						    
	parameter INS_WIDTH		= OPCODE_WIDTH + DATAMEM_WIDTH  
)
(
	input          clk, rst,
	input          [	INS_WIDTH-1:0] 	instr,
	output         [INSADDR_WIDTH-1:0] 	instr_addr,
	output         mem_wr,
	output         [ DATAMEM_WIDTH-1:0]	mem_addr,
	input  signed  [	DATA_WIDTH-1:0] mem_data_in,
	output signed  [	DATA_WIDTH-1:0] mem_data_out
);
wire signed	[  DATA_WIDTH-1:0]	id_nzero = mem_data_out;
wire    	[ALU_OP_WIDTH-1:0] 	id_alu_op;
wire    						id_pc_load;
wire    						id_mem_wr;
wire  							id_data_sp_push;
wire  							id_data_sp_pop;	
instr_decoder #(.DATA_WIDTH(DATA_WIDTH), 
				.OPCODE_WIDTH(OPCODE_WIDTH), 
				.ALU_OP_WIDTH(ALU_OP_WIDTH)) id(.opcode(instr[INS_WIDTH-1:INS_WIDTH-OPCODE_WIDTH]), 
												.acc(id_nzero), 
												.alu_op(id_alu_op),
												.pc_load(id_pc_load), 
												.mem_wr(id_mem_wr),
												.data_sp_push(id_data_sp_push),
												.data_sp_pop(id_data_sp_pop));
wire signed [DATA_WIDTH-1:0] alu_in1 = mem_data_in;
wire signed [DATA_WIDTH-1:0] alu_in2;
wire signed [DATA_WIDTH-1:0] alu_out;
alu #(.DATA_WIDTH(DATA_WIDTH), 
	  .OP_WIDTH(ALU_OP_WIDTH)) alu(.op(id_alu_op), 
	  								.in1(alu_in1), 
									.in2(alu_in2), 
									.out_alu(alu_out));
reg signed [DATA_WIDTH-1:0] acc;
always @ (posedge clk or posedge rst) begin
	if (rst)
		acc <= 0;
	else
		acc <= alu_out;
end
assign alu_in2 = acc;
wire 					  pc_load = id_pc_load;
wire [INSADDR_WIDTH-1:0]  pc_data = instr[INSADDR_WIDTH-1:0];
pc #(.INSADDR_WIDTH(INSADDR_WIDTH)) pc(.clk(clk), 
								 	   .rst(rst), 
								 	   .load(pc_load), 
								 	   .data(pc_data), 
								 	   .addr(instr_addr));
wire       				 data_sp_push = id_data_sp_push;
wire       				 data_sp_pop  = id_data_sp_pop;
wire [DATAMEM_WIDTH-1:0] data_sp_addr;
stack_pointer #(.ADDR_WIDTH(DATAMEM_WIDTH)) data_sp(.clk(clk), 
													.rst(rst), 
					  								.push(data_sp_push), 
													.pop(data_sp_pop), 
					  								.addr(data_sp_addr));
wire 	pup_pop 		= data_sp_push | data_sp_pop;
assign 	mem_data_out 	= acc;
assign 	mem_addr    	= (pup_pop) ? data_sp_addr : instr[DATAMEM_WIDTH-1:0];
assign 	mem_wr       	= id_mem_wr;
endmodule 
module stack_pointer
#(
	parameter ADDR_WIDTH = 8
)
(
	input        			clk, rst,
	input        			push, pop,
	output [ADDR_WIDTH-1:0] addr
);
reg         [ADDR_WIDTH-1:0] cnt = {ADDR_WIDTH{1'b1}};
wire signed [ADDR_WIDTH-1:0] pm  = (push) ? -{{ADDR_WIDTH-1{1'b0}},{1'b1}} : {{ADDR_WIDTH{1'b0}},{1'b1}};
always @ (posedge clk or posedge rst) begin
	if (rst)
		cnt <= {ADDR_WIDTH{1'b1}};
	else if (push | pop)
		cnt <= cnt + pm;
end
assign addr = (push) ? cnt : cnt + pm;
endmodule 
### design/flow/run.sh
#!/bin/bash
# OpenROAD 26Q1-2900-gdf79404cd8, Yosys 0.63+post, stock flow scripts
make -C /OpenROAD-flow-scripts/flow DESIGN_CONFIG=/design/flow/config.mk WORK_HOME=/design/flow/orfs finish
### design/flow/config.mk
export PLATFORM = sky130hd
export DESIGN_NAME = processor
export DESIGN_NICKNAME = processor
export VERILOG_FILES = /design/flow/design.v
export SDC_FILE = /design/flow/constraint.sdc
export NUM_CORES = 4
export LEC_CHECK = 1
export CORE_UTILIZATION = 40
### design/flow/constraint.sdc
current_design processor

set clk_period 12.2
set clk_io_pct 0.2

create_clock -name clk0 -period $clk_period [get_ports {clk}]

set non_clock_inputs [all_inputs -no_clocks]
set_input_delay [expr $clk_period * $clk_io_pct] -clock clk0 $non_clock_inputs
set_output_delay [expr $clk_period * $clk_io_pct] -clock clk0 [all_outputs]
==> impl_metrics.toml <==
# synthesis and place-and-route metrics
[placed_design]
port_buffers = 94
dp_hpwl_um = 29300
dp_slack_ns = 3.06
globalplace.congestion = 0.942
placed_area_sq_um = 15600

[global_route]
grt_pass1_vias = 11751
grt_max_degree = 49
grt_overflow = 0
grt_usage = 0.238
grt_pass1_wl_um = 62700
antenna_found_initial = 0

[timing]
fin_worst_skew_ns = 0.00500
relSlewSlack = 0.535
tns_ns = 0
worstMarginPinSlew_ns = 0.692
fin_ws_ns = 3.42
rsz0062_at_grt = "no"
clock.fmax_mhz = 114
finalSetupViolations = 0
drv_slew = 0
min_period_over_period = 0.720
hold_violations = 0
layout_min_cycle_time_ns = 8.78

[clocking]
cts_setup_buffers = 0
cts_inserted_buffers = 5
cts-resized-gates = 0
cts-hold-fix-buffers = 0
insertion_delay_ns = 0.29
cts_root_buffer = "clkbuf_16"
cts.sinks = 48
h-tree-depth = 2
cts_tree = "yes"
cts_max_path_buffers = 2
path_clk_slew_ns = 0.07

[synthesis]
yosysCellCount = 1590
ys_types = 70
postSynthCellCount = 1590
yosysSeqAreaShare = 0.0863
synth-main-ff-cell = "dfrtp_1"
yosys.area_share.simple = 0.156
xor_area_frac = 0.0462
async_reset_ff_frac = 1.00
topCombFamilyByArea = "adder cells"
mux_share = 0.0106
edf_count = 0
synth_area_sq_um = 14000
adder_share = 0.484
yosys_warnings = 6
ys_sh_aoi = 0.118
ys_chip_area_sq_um = 14000
synth_flop_count = 48
syn-mean-instance-area_sq_um = 8.83

[die]
die_h_um = 189
die.size.x_um = 189
dieArea_sq_um = 35900
fp_util = 0.407
rows = 68
top_level_ports = 95
fp.coreArea_sq_um = 34500

[layout]
layout-drive-gt1-share = 0.0501
layout_top_cells = "inv_1, fa_1, nand2_1"
layout_top_cell = "inv_1"
postLayoutCellArea_sq_um = 15800
area_growth_pct = 12.4
fin_util = 0.457

[routing]
avgViaCountPerCell = 5.18
dr.pass1.iters = 5
num_vias = 11039
wirelength_um = 37300
diodes = 0
drc = 0
wl_per_cell_um = 17.5
drt_iter0_markers = 545
ant_nets = 0

[flow_run]
warning_count = 26
maxCapViolCount = 0

[worst_setup_path]
critPathLaunchType = "primary input"
crit_chain = "clkdlybuf4s50_1 > buf_4 > nand2_1 > inv_1 > fa_1 > fa_1 > fa_1 > fa_1 > fa_1 > inv_1 > fa_1 > inv_1 > ha_1 > a21o_1 > a21o_1 > or3_1 > o31a_1 > o21ai_0 > xnor2_1 > a22oi_1 > o31ai_2"
slowest_delay_ns = 0.95
worstPathMaxFanout = 20
path_common_cell = "fa_1"
worstPathArrival_ns = 8.96
crit_required_ns = 12.37
end_kind = "flip-flop"
path_class = "primary input to flip-flop"
crit_slowest_cell = "fa_1"
r2r_cells = 23

[hold_path]
hp-class = "flip-flop to flip-flop"
holdPathStages = 2

[run_status]
status = "complete, no violations"
[worst max-delay path: cells and delay by family]
family | cells | cell delay, ns
adder cells (fa/ha/maj) | 7 | 3.82
AND-OR/OR-AND | 6 | 1.16
buffers and inverters | 5 | 0.95
AND/OR/NAND/NOR | 2 | 0.46
XOR/XNOR | 1 | 0.10
[stage by stage]
stage          std cells  hold WS [ns]
6_report            2130         0.525
5_1_grt             2130         0.554
4_1_cts             2130         0.527
3_5_place_dp        2122         0.515
3_3_place_gp        2122         0.504
2_1_floorplan       1590         0.482
[Yosys cell counts, types with 10 or more instances]
cell type | n | area share
nand2_1 | 173 | 0.046
xnor2_1 | 41 | 0.026
a21oi_1 | 84 | 0.030
ha_1 | 121 | 0.11
and2_1 | 115 | 0.051
clkbuf_1 | 49 | 0.013
dfrtp_1 | 40 | 0.071
o21ai_0 | 46 | 0.016
a21o_1 | 21 | 0.011
nand2b_1 | 13 | 0.0058
xor2_1 | 33 | 0.021
nor2_1 | 68 | 0.018
inv_1 | 311 | 0.083
a31oi_1 | 17 | 0.0076
nor4_1 | 10 | 0.0045
nand3_1 | 17 | 0.0061
fa_1 | 264 | 0.38
[state kept, by name, summed over array words and instances, names as in the netlist]
| signal | cells |
|---|---|
| acc | 32 |
| data_sp.cnt | 8 |
| pc.cnt | 8 |
[path summary, 6_finish.rpt]
| kind | start | slack [ns] | to |
|---|---|---|---|
| setup reg to reg | acc[7]$_DFFE_PP0P_ | 5.58 | acc[30]$_DFFE_PP0P_ |
| min in group asynchronous | rst | 2.63 | acc[0]$_DFFE_PP0P_ |
| setup / recovery | mem_data_in[15] | 3.42 | acc[31]$_DFFE_PP0P_ |
| hold / removal | data_sp.cnt[1]$_DFFE_PP1N_ | 0.53 | data_sp.cnt[1]$_DFFE_PP1N_ |
| hold reg to reg | data_sp.cnt[1]$_DFFE_PP1N_ | 0.53 | data_sp.cnt[1]$_DFFE_PP1N_ |
| max in group asynchronous | rst | 9.12 | acc[23]$_DFFE_PP0P_ |
[area by class of cell]
cell class | count | area (sq um)
fill | 3345 | 18800
multi-input combinational | 1175 | 11500
timing repair buffer | 133 | 1230
sequential | 48 | 1210
inverter | 311 | 1170
tap | 455 | 569
clock buffer | 6 | 139
clock inverter | 2 | 10.0
[cells by family (layout without fill, tap and decap cells)]
group                      Yosys count  after routing
DFF                                 48             48
xor gates and xnor gates            74             74
muxes                               14             14
AOI/OAI and AO/OA                  255            255
and+or+nand+nor                    447            447
buffers and inverters              367            452
adders and majority gates          385            385
[routing by layer]
layer | wire length (um) | vias up | track usage
met5 | 0 | - | 0
met4 | 843 | 0 | 0.0456
met3 | 3140 | 55 | 0.0736
met2 | 17100 | 405 | 0.358
met1 | 16200 | 5382 | 0.353
li1 | - | 5197 | -
